$ cat /design/flow/run.sh
#!/bin/bash
# OpenROAD 26Q1-2900-gdf79404cd8, Yosys 0.63+post, stock flow scripts
make -C /OpenROAD-flow-scripts/flow DESIGN_CONFIG=/design/flow/config.mk WORK_HOME=/design/flow/orfs finish
$ cat /design/flow/config.mk
export PLATFORM = sky130hd
export DESIGN_NAME = clkgen_1hz
export DESIGN_NICKNAME = clkgen_1hz
export VERILOG_FILES = /design/flow/design.v
export SDC_FILE = /design/flow/constraint.sdc
export NUM_CORES = 4
export LEC_CHECK = 1
export CORE_AREA = 10 10 96 96
export DIE_AREA = 0 0 106 106
$ cat /design/flow/constraint.sdc
current_design clkgen_1hz

set clk_period 4.7
set clk_io_pct 0.2

create_clock -name clk0 -period $clk_period [get_ports {clk_100MHz}]

set non_clock_inputs [all_inputs -no_clocks]
set_input_delay [expr $clk_period * $clk_io_pct] -clock clk0 $non_clock_inputs
set_output_delay [expr $clk_period * $clk_io_pct] -clock clk0 [all_outputs]
$ cat /design/flow/design.v
`timescale 1ns / 1ps
module clkgen_1hz(
    input clk_100MHz,
    output clk_1Hz
    );
    reg [31:0] counter = 32'h00;
    reg clk_reg = 1'b1;
    always @(posedge clk_100MHz) begin
        if(counter == 49999999) begin
            counter <= 32'h00;
            clk_reg <= ~clk_reg;
        end
        else
            counter <= counter + 1;
    end
    assign clk_1Hz = clk_reg;
endmodule
==> results.toml <==
# flow metrics
[job]
warnings = 25
drv_cap = 0

[critical_path]
r2r-end = "clk_reg"
critPathTopFamily = "simple AND/OR/NAND/NOR gates"
critPathRequiredTime_ns = 4.61
r2r_slack_ns = 2.50
critPathBufInv = 0
r2r_cells = 4
cp_cell_sequence = "ha_1 > and4_1 > nand4_1 > nor3_2"
endpoint_kind = "flop"
cp-start-kind = "flop"
reg2reg_from = "counter[0]"
cpPeakStageDelay_ns = 0.71
critPathArrivalTime_ns = 2.12
cpMaxStageDelayCell = "nor3_2"
path_max_fanout = 14
path_class = "reg2reg"

[cts]
cts_tree = "built"
insertion_delay_ns = 0.28
cts_max_path_buffers = 2
cts.sinks = 33
post-cts-setup-buffers = 0
root_buffer = "clkbuf_8"
cts_resized = 0
path_clk_slew_ns = 0.07
htreeDepth = 2
cts_buffers = 5
cts_hold_buf = 0

[route]
num_vias = 1257
ant_nets = 0
first_iter_violations = 146
num_antenna_cells = 0
drc = 0
wirelength_mm = 3.11
via_per_inst = 4.59
wl_per_cell_um = 11.4
drtPass1Iterations = 4

[floorplanning]
die_x_um = 106
pin_count = 2
fp-row-count = 31
core_area_um2 = 7210
die_h_um = 106
fp_util_pct = 22.3
die_area_um2 = 11200

[synth]
syn_inst = 172
simple_gate_share_pct = 36.9
syn_area_per_cell_um2 = 9.33
async_flop_share_pct = 0
yosys_most_used_dff = "dfxtp_1"
synth_flops = 33
enable_flop_cells = 1
synth-compound-area-share_pct = 5.38
yosys.area_share.adder_pct = 0.779
ys_chip_area_um2 = 1610
top_cell_area_share_pct = 39.9
ys_cells = 172
ys_sh_xor_pct = 12.0
syn-cell-area_um2 = 1610
ys_sh_mux_pct = 0.624
ys_top_cells_by_area = "dfxtp_1, xnor2_1, nand4_1"
synth_cell_type_count = 36
ys_warn_count = 1
yosysSeqAreaShare_pct = 41.8
synthTopLogicFamily = "simple AND/OR/NAND/NOR gates"
top_area_cell = "dfxtp_1"

[final_layout]
fin_area_um2 = 1830
lay_top_count = "dfxtp_1"
drive_gt1_share_pct = 9.14
most-common-layout-cells = "dfxtp_1, xnor2_1, nand4_1"
area_growth_pct = 13.8
largest_reg_flops = 32

[sta]
slew_viol_final = 0
worst_slew_pin_slew_ns = 0.902
fin_crit_ns = 2.20
tns_ns = 0
setup_viol_count_final = 0
max-slew-margin-rel_pct = 39.5
worst_clock_skew_ns = 0.00525
grt_setup_unrepaired = "false"
fmax_mhz = 454
holdWs_ns = 0.461
finalHoldViolations = 0
period_used_pct = 46.9

[power]
powerDensity_nw_per_um2 = 304
finalPower_mw = 0.555
leakage_nw = 0.606
ir_drop_mv = 0.160

[placement]
port_buffers = 1
hpwl_mm = 2.22
place.gp.congestion = 0.875
placed_area_um2 = 1710

[grt]
grt_start_max_net_pins = 15
grt_pass1_wl_mm = 5.42
grt_pass1_vias = 1155
grtUsageTotal_pct = 5.53
antenna_found_initial = 0
grt_overflow = 0

[worst_hold_path]
hp-start = "counter[0]"
hold_depth = 1
whs_endpoint = "counter[0]"
worstHoldPathType = "reg2reg"

[status]
status = "completed"
==> layer usage <==
layer	vias to the layer above	wire length, um	share of wire (%)	GRT usage [%]
li1	638	-	-	-
met1	593	1570	50	7.89
met2	22	1400	45	8.57
met3	4	96	3.1	1.16
met4	0	48	1.5	0.967
met5	-	0	0	0
==> power by group <==
group          internal, mW  switching, mW
clock                 0.172          0.102
sequential            0.281              0
combinational             0              0
==> layout make-up <==
| type | instances | area [um2] |
|---|---|---|
| Timing Repair Buffer | 1 | 10.0 |
| Sequential cell | 33 | 671 |
| Tap cell | 99 | 124 |
| Inverter | 2 | 7.51 |
| Fill cell | 783 | 5390 |
| Multi-Input combinational cell | 131 | 895 |
| Clock inverter | 2 | 37.5 |
| Clock buffer | 6 | 82.6 |
==> cell usage after synthesis (3+ instances only) <==
cell	instances
dfxtp_1	32
or4_1	3
and4_1	6
nand4_1	12
o21ai_0	5
buf_2	5
a21oi_1	6
nor2_1	10
nand3_1	10
nor4b_1	3
xnor2_1	17
and2_1	4
nand2_1	10
nor3_1	7
xor2_1	5
and3_1	7
nor4_1	5
==> worst max-delay path by stage <==
stage | start | slack [ns] | cells past startpoint | to
CTS | counter[0] | 2.51 | 4 | clk_reg
global route | counter[0] | 2.30 | 4 | clk_reg
finish | counter[0] | 2.50 | 4 | clk_reg
==> stage by stage <==
| step | setup WS (ns) | utilization, % | std cells |
|---|---|---|---|
| after floorplan | 2.95 | - | 172 |
| after global placement | 2.57 | 23.7 | 266 |
| after detailed placement | 2.52 | 23.7 | 266 |
| after CTS | 2.51 | 25.3 | 274 |
| after global routing | 2.30 | 25.3 | 274 |
| final | 2.50 | 25.3 | 274 |
==> logic make-up (layout without fill, tap and decap cells) <==
group                    count (synthesis)  after routing
AND-OR/OR-AND                           15             15
XOR/XNOR                                22             22
adder cells (fa/ha/maj)                  1              1
buffers and inverters                    8             11
flip-flops                              33             33
multiplexers                             1              1
AND/OR/NAND/NOR                         92             92
Power and IR drop assume default switching activity.
